==> flow/design.v <==
module wallace_64bit ( A, B, correct_out );
    input [63:0] A ,B;
    wire [129:0] out;
    output reg [127:0] correct_out;
    reg[128:0] pp[0:63];
    integer i;
    always @(*) begin
        for (i = 0; i<64; i++) begin
            if(B[i] == 1) begin
                pp[i] = (A << i);
            end
            else begin
                pp[i] = 129'b0;
            end
        end
        if(A == 0 || B == 0) 
            correct_out = 128'b0;
        else if(~A == 0 && ~B == 0)    
            correct_out = {128{1'b1}};
        else 
            correct_out = out[127:0];
    end
    wire [128:0] u1_1, u1_2, u1_3, u1_4, u1_5, u1_6, u1_7, u1_8, u1_9, u1_10, u1_11, u1_12, u1_13, u1_14, u1_15, u1_16, u1_17, u1_18, u1_19, u1_20, u1_21;
    wire [128:0] v1_1, v1_2, v1_3, v1_4, v1_5, v1_6, v1_7, v1_8, v1_9, v1_10, v1_11, v1_12, v1_13, v1_14, v1_15, v1_16, v1_17, v1_18, v1_19, v1_20, v1_21;
    carrySaveAdder csa1_1(pp[0], pp[1] ,pp[2], u1_1, v1_1);
    carrySaveAdder csa1_2(pp[3], pp[4], pp[5], u1_2, v1_2);
    carrySaveAdder csa1_3(pp[6], pp[7], pp[8], u1_3, v1_3);
    carrySaveAdder csa1_4(pp[9], pp[10], pp[11], u1_4, v1_4);
    carrySaveAdder csa1_5(pp[12], pp[13], pp[14], u1_5, v1_5);
    carrySaveAdder csa1_6(pp[15], pp[16], pp[17], u1_6, v1_6);
    carrySaveAdder csa1_7(pp[18], pp[19], pp[20], u1_7, v1_7);
    carrySaveAdder csa1_8(pp[21], pp[22], pp[23], u1_8, v1_8);
    carrySaveAdder csa1_9(pp[24], pp[25], pp[26], u1_9, v1_9);
    carrySaveAdder csa1_10(pp[27], pp[28], pp[29], u1_10, v1_10);
    carrySaveAdder csa1_11(pp[30], pp[31], pp[32], u1_11, v1_11);
    carrySaveAdder csa1_12(pp[33], pp[34], pp[35], u1_12, v1_12);
    carrySaveAdder csa1_13(pp[36], pp[37], pp[38], u1_13, v1_13);
    carrySaveAdder csa1_14(pp[39], pp[40], pp[41], u1_14, v1_14);
    carrySaveAdder csa1_15(pp[42], pp[43], pp[44], u1_15, v1_15);
    carrySaveAdder csa1_16(pp[45], pp[46], pp[47], u1_16, v1_16);
    carrySaveAdder csa1_17(pp[48], pp[49], pp[50], u1_17, v1_17);
    carrySaveAdder csa1_18(pp[51], pp[52], pp[53], u1_18, v1_18);
    carrySaveAdder csa1_19(pp[54], pp[55], pp[56], u1_19, v1_19);
    carrySaveAdder csa1_20(pp[57], pp[58], pp[59], u1_20, v1_20);
    carrySaveAdder csa1_21(pp[60], pp[61], pp[62], u1_21, v1_21);
    wire [128:0] u2_1, u2_2, u2_3, u2_4, u2_5, u2_6, u2_7, u2_8, u2_9, u2_10, u2_11, u2_12, u2_13, u2_14;
    wire [128:0] v2_1, v2_2, v2_3, v2_4, v2_5, v2_6, v2_7, v2_8, v2_9, v2_10, v2_11, v2_12, v2_13, v2_14;
    carrySaveAdder csa2_1(u1_1, v1_1, u1_2, u2_1, v2_1);
    carrySaveAdder csa2_2(u1_3, v1_2, v1_3, u2_2, v2_2);
    carrySaveAdder csa2_3(u1_4, v1_4, u1_5, u2_3, v2_3);
    carrySaveAdder csa2_4(u1_6, v1_5, v1_6, u2_4, v2_4);
    carrySaveAdder csa2_5(u1_7, v1_7, u1_8, u2_5, v2_5);
    carrySaveAdder csa2_6(u1_9, v1_8, v1_9, u2_6, v2_6);
    carrySaveAdder csa2_7(u1_10, v1_10, u1_11, u2_7, v2_7);
    carrySaveAdder csa2_8(u1_12, v1_11, v1_12, u2_8, v2_8);
    carrySaveAdder csa2_9(u1_13, v1_13, u1_14, u2_9, v2_9);
    carrySaveAdder csa2_10(u1_15, v1_14, v1_15, u2_10, v2_10);
    carrySaveAdder csa2_11(u1_16, v1_16, u1_17, u2_11, v2_11);
    carrySaveAdder csa2_12(u1_18, v1_17, v1_18, u2_12, v2_12);
    carrySaveAdder csa2_13(u1_19, v1_19, u1_20, u2_13, v2_13);
    carrySaveAdder csa2_14(u1_21, v1_20, v1_21, u2_14, v2_14);
    wire [128:0] u3_1, u3_2, u3_3, u3_4, u3_5, u3_6, u3_7, u3_8, u3_9;
    wire [128:0] v3_1, v3_2, v3_3, v3_4, v3_5, v3_6, v3_7, v3_8, v3_9;
    carrySaveAdder csa3_1(u2_1,v2_1,u2_2,u3_1,v3_1);
    carrySaveAdder csa3_2(u2_3,v2_2,v2_3,u3_2,v3_2);
    carrySaveAdder csa3_3(u2_4,v2_4,u2_5,u3_3,v3_3);
    carrySaveAdder csa3_4(u2_6,v2_5,v2_6,u3_4,v3_4);
    carrySaveAdder csa3_5(u2_7,v2_7,u2_8,u3_5,v3_5);
    carrySaveAdder csa3_6(u2_9,v2_8,v2_9,u3_6,v3_6);
    carrySaveAdder csa3_7(u2_10,v2_10,u2_11,u3_7,v3_7);
    carrySaveAdder csa3_8(u2_12,v2_11,v2_12,u3_8,v3_8);
    carrySaveAdder csa3_9(u2_13,v2_13,u2_14,u3_9,v3_9);
    wire [128:0] u4_1, u4_2, u4_3, u4_4, u4_5, u4_6;
    wire [128:0] v4_1, v4_2, v4_3, v4_4, v4_5, v4_6;
    carrySaveAdder csa4_1(u3_1,v3_1,u3_2,u4_1,v4_1);
    carrySaveAdder csa4_2(u3_3,v3_2,v3_3,u4_2,v4_2);
    carrySaveAdder csa4_3(u3_4,v3_4,u3_5,u4_3,v4_3);
    carrySaveAdder csa4_4(u3_6,v3_5,v3_6,u4_4,v4_4);
    carrySaveAdder csa4_5(u3_7,v3_7,u3_8,u4_5,v4_5);
    carrySaveAdder csa4_6(u3_9,v3_8,v3_9,u4_6,v4_6);
    wire [128:0] u5_1, u5_2, u5_3, u5_4;
    wire [128:0] v5_1, v5_2, v5_3, v5_4;
    carrySaveAdder csa5_1(u4_1,v4_1,u4_2,u5_1,v5_1);
    carrySaveAdder csa5_2(u4_3,v4_2,v4_3,u5_2,v5_2);
    carrySaveAdder csa5_3(u4_4,v4_4,u4_5,u5_3,v5_3);
    carrySaveAdder csa5_4(u4_6,v4_5,v4_6,u5_4,v5_4);
    wire [128:0] u6_1, u6_2, u6_3;
    wire [128:0] v6_1, v6_2, v6_3;
    carrySaveAdder csa6_1(u5_1,v5_1,u5_2,u6_1,v6_1);
    carrySaveAdder csa6_2(u5_3,v5_2,v5_3,u6_2,v6_2);
    carrySaveAdder csa6_3(u5_4,v5_4,pp[63],u6_3,v6_3);
    wire [128:0] u7_1, u7_2;
    wire [128:0] v7_1, v7_2;
    carrySaveAdder csa7_1(u6_1,v6_1,u6_2,u7_1,v7_1);
    carrySaveAdder csa7_2(u6_3,v6_2,v6_3,u7_2,v7_2);
    wire [128:0] u8_1;
    wire [128:0] v8_1;
    carrySaveAdder csa8_1(u7_1,v7_1,u7_2,u8_1,v8_1);
    wire [128:0] u9_1,v9_1;
    carrySaveAdder csa9_1(u8_1,v8_1,v2_14,u9_1,v9_1);
    wire [128:0] u10_1,v10_1;
    carrySaveAdder csa10_1(u9_1,v9_1,v7_2,u10_1,v10_1);      
    adder ad (u10_1,v10_1,out);
endmodule
module full_adder(a, b, cin, sum, cout);
    input a, b, cin;
    output sum, cout;
    wire w1, w2, w3, w4, w5;
    xor (w1, a, b);
    xor (sum, w1, cin);
    and (w2, a, b);
    and (w3, a, cin);
    and (w4, b, cin);
    or (w5, w2, w3);
    or (cout, w4, w5);
endmodule
module carrySaveAdder ( a, b, c, sum, cout );
    input [128:0] a, b, c;
    output [128:0] sum, cout;
    genvar i;
    generate
        for(i=0; i<128; i=i+1)begin
            full_adder fa(a[i], b[i], c[i], sum[i], cout[i+1]);
        end
    endgenerate 
    assign sum[128]=1'b0;
    assign cout[0]=1'b0;
endmodule
module adder ( a, b, out );
    input [128:0] a, b;
    output [129:0] out;
    wire [128:0] sum, temp;
    full_adder f1(a[0], b[0], 1'b0, sum[0], temp[0]);
    genvar j;
    generate
        for(j=1; j<129; j=j+1) begin
            full_adder f(a[j], b[j], temp[j-1], sum[j], temp[j]);
        end
    endgenerate
    assign out={temp[128], sum};
endmodule
==> flow/run.sh <==
#!/bin/bash
# OpenROAD 26Q1-2900-gdf79404cd8, Yosys 0.63+post, stock flow scripts
make -C /OpenROAD-flow-scripts/flow DESIGN_CONFIG=/design/flow/config.mk WORK_HOME=/design/flow/orfs finish
==> flow/config.mk <==
export PLATFORM = sky130hd
export DESIGN_NAME = wallace_64bit
export DESIGN_NICKNAME = wallace_64bit
export VERILOG_FILES = /design/flow/design.v
export SDC_FILE = /design/flow/constraint.sdc
export NUM_CORES = 4
export LEC_CHECK = 1
export CORE_UTILIZATION = 40
==> flow/constraint.sdc <==
current_design wallace_64bit

set clk_period 47.6
set clk_io_pct 0.2

create_clock -name clk0 -period $clk_period

set non_clock_inputs [all_inputs -no_clocks]
set_input_delay [expr $clk_period * $clk_io_pct] -clock clk0 $non_clock_inputs
set_output_delay [expr $clk_period * $clk_io_pct] -clock clk0 [all_outputs]
==> metrics.txt <==
# HELP chip_impl_metric Metrics from one implementation run
# TYPE chip_impl_metric gauge
chip_impl_metric{name="slew_headroom",unit="%"} 25.8
chip_impl_metric{name="power.ir.vdd_worst",unit="mV"} 2.42
chip_impl_metric{name="setup_total_negative_slack",unit="ps"} -433640
chip_impl_metric{name="rows",unit=""} 201
chip_impl_metric{name="final-setup-viol-count",unit=""} 50
chip_impl_metric{name="final.hold.worst_slack",unit="ps"} 20200
chip_impl_metric{name="post_route_cells_drive_above_1_share",unit="%"} 6.91
chip_impl_metric{name="cpPeakStageDelay",unit="ps"} 520
chip_impl_metric{name="hold_buf_cts",unit=""} 0
chip_impl_metric{name="warnings",unit=""} 37
chip_impl_metric{name="chipHeight",unit="um"} 552
chip_impl_info{name="rsz_0062_raised_after_global_routing",value="yes"} 1
chip_impl_metric{name="synthesis.area_per_instance",unit="um2"} 9.50
chip_impl_metric{name="ff_latch_area",unit="um2"} 0
chip_impl_metric{name="syn_area",unit="um2"} 121000
chip_impl_metric{name="grt_max_degree",unit=""} 64
chip_impl_metric{name="static-leakage-power",unit="nW"} 61.6
chip_impl_metric{name="yosys_warnings",unit=""} 3
chip_impl_metric{name="final_area",unit="um2"} 129000
chip_impl_metric{name="io-pin-count",unit=""} 256
chip_impl_metric{name="finalClockPeriodUsage",unit="%"} 136
chip_impl_metric{name="first_global_vias",unit=""} 97808
chip_impl_metric{name="port_buffers",unit=""} 256
chip_impl_metric{name="drt-vias-per-instance",unit=""} 5.11
chip_impl_metric{name="power-per-cell-area",unit="nW/um2"} 569
chip_impl_metric{name="grt_antenna_before_repair",unit=""} 42
chip_impl_metric{name="critical_path_peak_fanout",unit=""} 4
chip_impl_metric{name="power.share.switching",unit="%"} 49.2
chip_impl_info{name="outcome",value="finished, violations left"} 1
chip_impl_metric{name="nClkBuffers",unit=""} 0
chip_impl_metric{name="totalPowerFinal",unit="mW"} 73.3
chip_impl_info{name="crit_slowest_cell",value="fa_1"} 1
chip_impl_metric{name="p_sw",unit="mW"} 36.1
chip_impl_info{name="critPathCaptureType",value="primary output"} 1
chip_impl_metric{name="timing.final.ws_setup",unit="ps"} -17130
chip_impl_metric{name="fin_crit",unit="ps"} 64730
chip_impl_metric{name="finalCoreUtilization",unit="%"} 42.9
chip_impl_metric{name="yosysCellCount",unit=""} 12720
chip_impl_metric{name="routabilityCongestion",unit=""} 1.06
chip_impl_metric{name="yosys.stat.chipArea",unit="um2"} 121000
chip_impl_metric{name="drc_errors",unit=""} 0
chip_impl_metric{name="core",unit="um2"} 300000
chip_impl_metric{name="final_max_slew_viol_count",unit=""} 0
chip_impl_metric{name="floorplan.die_area",unit="um2"} 304000
chip_impl_info{name="hold_path_class",value="in2out"} 1
chip_impl_metric{name="detailroute.via_count",unit=""} 84578
chip_impl_metric{name="drt_first_iter_violations",unit=""} 3568
chip_impl_metric{name="placed_cells_incl_taps",unit=""} 16540
chip_impl_metric{name="area_growth",unit="%"} 6.58
chip_impl_info{name="critical_path.most_common_cell",value="fa_2"} 1
chip_impl_metric{name="synthesis.instances",unit=""} 12720
chip_impl_metric{name="final-hold-violation-count",unit=""} 0
chip_impl_metric{name="fmax",unit="MHz"} 15.4
chip_impl_metric{name="detailedPlacementHpwl",unit="um"} 342000
chip_impl_metric{name="placement.setup.worst_slack",unit="ps"} -17910
chip_impl_info{name="violated_checks",value="setup timing"} 1
chip_impl_metric{name="tightest_slew",unit="ps"} 1100
chip_impl_metric{name="seq_cells",unit=""} 0
chip_impl_metric{name="stdcell_count",unit=""} 16558
chip_impl_metric{name="seq_area_frac_synth",unit="%"} 0
chip_impl_metric{name="initial_drt_pass_iterations",unit=""} 6
chip_impl_info{name="timing.setup.critical_path_class",value="in2out"} 1
chip_impl_metric{name="placed_area",unit="um2"} 129000
chip_impl_metric{name="reported_max_cap_violation_count",unit=""} 0
chip_impl_metric{name="synth.lib_cells_used.distinct",unit=""} 18
chip_impl_metric{name="initCoreUtil",unit="%"} 40.3
chip_impl_metric{name="routed_wl",unit="um"} 415000
chip_impl_info{name="startpoint_type_of_the_worst_setup_path",value="primary input"} 1
chip_impl_metric{name="gr-usage-all-layers",unit="%"} 31.3
chip_impl_metric{name="grt.overflow.total",unit=""} 0
chip_impl_metric{name="cell_internal_pwr",unit="mW"} 37.2
chip_impl_metric{name="chipWidth",unit="um"} 552
chip_impl_metric{name="global_route_wire_length_before_repair",unit="um"} 636000
chip_impl_metric{name="critical_path_arrival",unit="ps"} 55210
chip_impl_metric{name="post_drt_wl_per_cell",unit="um"} 25.1
chip_impl_metric{name="detail-route-antenna-nets",unit=""} 0
chip_impl_metric{name="data_required_time_at_the_worst_endpoint",unit="ps"} 38080
==> repair_timing <==
action | CTS | global route
gates resized | 188 | 18
setup endpoints to repair | 52 | 53
buffers inserted | 5 | 0
pin swaps | 40 | 41
==> per-layer routing <==
| layer | routed length [um] | vias up | global-route usage (%) |
|---|---|---|---|
| li1 | - | 34680 | - |
| met3 | 57900 | 1075 | 17.9 |
| met5 | 515 | - | 0.688 |
| met2 | 193000 | 4528 | 46.4 |
| met1 | 135000 | 44257 | 37.1 |
| met4 | 28700 | 38 | 15.7 |
==> synth_stat cells <==
| master | number | share of area [%] |
|---|---|---|
| fa_1 | 3967 | 66 |
| inv_1 | 3077 | 9.6 |
| nand2_1 | 2453 | 7.6 |
| and2_1 | 1645 | 8.5 |
| clkbuf_1 | 903 | 2.8 |
| ha_1 | 452 | 4.7 |
| a21oi_1 | 97 | 0.40 |
| nor4_1 | 43 | 0.22 |
| a21oi_2 | 30 | 0.22 |
| nand4_1 | 26 | 0.13 |
| buf_2 | 10 | 0.041 |
| buf_6 | 7 | 0.065 |
| or4_1 | 3 | 0.019 |
| buf_4 | 2 | 0.012 |
| xnor2_1 | 2 | 0.014 |
| buf_1 | 1 | 0.0031 |
| nand2_2 | 1 | 0.0052 |
| nor4bb_1 | 1 | 0.0083 |
==> cells by family after synthesis <==
family                     count (synthesis)  synth area share [%]
and+or+nand+nor                         4172                  16.5
buffers and inverters                   4000                  12.5
AOI/OAI and AO/OA                        127                 0.619
xor gates and xnor gates                   2                0.0145
adders and majority gates               4419                  70.4
==> layout make-up <==
type / count / area (um2)
Fill cell: 29373 / 171000
Multi-Input combinational cell: 8720 / 106000
Inverter: 3077 / 11500
Timing Repair Buffer: 778 / 5990
Tap cell: 3958 / 4950
Antenna cell: 25 / 62.6
==> path summary, 6_finish.rpt <==
path                  depth (start not counted)          endpoint  slack, ps  startpoint
worst max-delay path                        137  correct_out[127]     -17130        B[3]
worst min-delay path                          4    correct_out[0]      20200        A[0]
==> layout by cell type, fill, tap and decap left out, types with 2 or more instances in the layout <==
| cell | instances |
|---|---|
| a21oi_4 | 12 |
| nor4_1 | 43 |
| buf_2 | 147 |
| a21oi_1 | 81 |
| or4_1 | 2 |
| fa_1 | 3850 |
| clkbuf_2 | 3 |
| inv_2 | 2 |
| ha_1 | 451 |
| buf_4 | 512 |
| fa_2 | 117 |
| clkdlybuf4s50_1 | 81 |
| a21oi_2 | 34 |
| diode_2 | 25 |
| buf_6 | 10 |
| buf_8 | 2 |
| inv_1 | 3075 |
| and2_1 | 1640 |
| nand4_1 | 26 |
| and2_4 | 5 |
| dlymetal6s2s_1 | 2 |
| buf_12 | 21 |
| nand2_1 | 2453 |
==> worst max-delay path, delay by kind of cell <==
family	cells	cell delay [ps]
AND-OR/OR-AND	1	70
AND/OR/NAND/NOR	1	150
adder cells (fa/ha/maj)	126	44650
buffers and inverters	7	480
XOR/XNOR	2	280
Power is estimated from default activity; no workload was simulated.
