==> flow/design.v <==
module registerFileModule (source_register1, source_register2, destination_register, select_source1, select_source2, selectDestinationRegister, reset, WriteMode);
    input [63:0] destination_register;
    input [4:0] selectDestinationRegister, select_source1, select_source2;
    input reset, WriteMode;
    output [63:0] source_register1, source_register2;
    reg [63:0] RegisterFile [0:31];          
    integer i;
    always @(*) begin
        if(reset == 1) begin
            for(i=0; i<32; i=i+1) 
                RegisterFile[i] = {64{1'b0}};
        end
        else if(WriteMode == 1) 
            RegisterFile[selectDestinationRegister] = destination_register;
    end
        assign source_register1 = RegisterFile[select_source1];
        assign source_register2 = RegisterFile[select_source2];
endmodule
==> flow/run.sh <==
#!/bin/bash
# OpenROAD 26Q1-2900-gdf79404cd8, Yosys 0.63+post, stock flow scripts
make -C /OpenROAD-flow-scripts/flow DESIGN_CONFIG=/design/flow/config.mk WORK_HOME=/design/flow/orfs finish
==> flow/config.mk <==
export PLATFORM = sky130hd
export DESIGN_NAME = registerFileModule
export DESIGN_NICKNAME = registerFileModule
export VERILOG_FILES = /design/flow/design.v
export SDC_FILE = /design/flow/constraint.sdc
export NUM_CORES = 4
export LEC_CHECK = 1
export CORE_UTILIZATION = 30
==> flow/constraint.sdc <==
current_design registerFileModule

set clk_period 20.2
set clk_io_pct 0.2

create_clock -name clk0 -period $clk_period

set non_clock_inputs [all_inputs -no_clocks]
set_input_delay [expr $clk_period * $clk_io_pct] -clock clk0 $non_clock_inputs
set_output_delay [expr $clk_period * $clk_io_pct] -clock clk0 [all_outputs]
==> flow_metrics.py <==
# Physical implementation metrics
metrics = {
    "grt": {
        "busiest_layer": "met2",
        "grt_overflow": 0,
        "use_met1_pct": 46.62,
        "grt_usage_pct": 40.81,
        "grt_pass1_wl_mm": 518.8,
        "grt_max_degree": 65,
        "grt_pass1_vias": 60570,
        "grt_use_met3_pct": 26.98,
        "antenna_found_initial": 47,
        "grtUsageMet2_pct": 53.41,
    },
    "synth": {
        "ys_top_logic_family": "AND-OR/OR-AND gates",
        "synth_cells": 6133,
        "synthMuxAreaShare_pct": 1.933,
        "yosys.area_share.simple_pct": 11.44,
        "edf_count": 0,
        "ys_ff": 2048,
        "area_leaders": "dlxtn_1 54%, a22oi_1 22%, nand2_1 3.3%, buf_2 1.9%, nand4_1 1.9%",
        "top_area_cell": "dlxtn_1",
        "synthArstFlopShare_pct": 0,
        "ys_area_um2": 56750,
        "top_cells_by_count": "2048 x dlxtn_1, 1639 x a22oi_1, 493 x nand2_1",
        "synth.distinct_cells": 67,
        "ys.flop_type": "dlxtn_1",
        "ys_cells": 6133,
        "synthAoiAreaFrac_pct": 28.49,
        "synth.avg_cell_area_um2": 9.254,
        "synth_area_um2": 56750,
        "adder_share_pct": 0,
        "top_area_share_pct": 54.09,
        "yosysWarnings": 2,
        "ys_sh_xor_pct": 0,
        "most_common_cell": "dlxtn_1",
    },
    "route": {
        "vias": 63730,
        "wirelength_mm": 392.0,
        "firstDrtPassIters": 31,
        "ant_nets": 0,
        "wl_per_cell_um": 44.73,
        "drc": 0,
        "first_iter_violations": 9319,
        "viasPerCell": 7.271,
    },
    "final_timing": {
        "slew_viol_final": 0,
        "hold_violations": 0,
        "whs_ps": 9210,
        "untimed_endpoints": 2048,
        "setup_viol": 0,
        "rsz0062_at_grt": "no",
        "period_needed_ps": 13490,
        "relSlewSlack_pct": 18.99,
        "fin_crit_sh_pct": 66.80,
        "tightest_slew_ps": 1215,
        "unclocked_regs": 2048,
        "setup_tns_ps": 0,
        "max_freq_mhz": 74.11,
    },
    "power": {
        "max-vdd-ir-drop_v": 0.00001706,
        "p_switching_mw": 0.6021,
        "p_leak_nw": 26.77,
        "p_sw_share_pct": 55.48,
        "internal_power_mw": 0.4832,
        "p_per_area_nw_per_um2": 17.09,
    },
    "worst_setup_path": {
        "cp_cell_sequence": "clkdlybuf4s50_1, buf_4, nand3b_1, nor2_4, buf_4, buf_4, a222oi_1, nand3_1, nor3_1, a21oi_1, clkdlybuf4s50_1",
        "crit_fanout": 32,
        "endpoint_kind": "output port",
        "critPathBufInv": 5,
        "required_ps": 16160,
        "crit_slowest_cell": "nor2_4",
        "start_kind": "input port",
        "critPathMaxStageDelay_ps": 910,
        "critPathMostFrequentCell": "buf_4",
        "cp.arrival_ps": 9450,
        "crit_family": "buffers and inverters",
        "critPathKind": "in -> out",
    },
    "finish": {
        "syn_to_final_growth_pct": 11.89,
        "largest_reg_flops": 2048,
        "finalNonFillerCells": 8764,
        "drive_gt1_share_pct": 8.835,
    },
    "die": {
        "io_pins": 209,
        "coreArea_um2": 187800,
        "die_area_um2": 190900,
        "fp-utilization_pct": 30.22,
        "dieHeight_um": 437.0,
        "die_x_um": 437.0,
        "row_count": 159,
    },
    "run": {
        "warnings": 32,
        "max_cap_viol_count": 0,
    },
    "placed_design": {
        "dp.cells": 8720,
        "gp_congestion": 1.052,
        "port_buffers": 209,
        "dp_hpwl_mm": 220.9,
    },
    "clock_tree": {
        "post_cts_buffers": 0,
        "ctsResizeCount": 0,
        "ctsHoldBuffers": 0,
    },
    "hold_path": {
        "min_path_type": "in -> out",
    },
    "status": {
        "status": "finished clean",
    },
}
through the flow:
step	setup WS [ps]	cell area (µm²)	total power, mW	utilization, %
after floorplan	10580	56750	0.5878	-
after global placement	7174	63390	1.026	33.76
after detailed placement	7173	63390	1.024	33.76
after CTS	7163	63390	1.027	33.76
after global routing	6869	63410	1.075	33.77
final	6707	63500	1.085	33.81
worst paths after layout:
path	start	end	slack, ps	cells past startpoint
setup / recovery	select_source1[3]	source_register1[4]	6710	11
hold / removal	select_source2[0]	source_register2[25]	9210	7
placed cells by master, fill, tap and decap left out, types with 55 or more instances in the layout:
master	synthesis	routed
nor2_4	8	58
nand4_1	170	170
clkdlybuf4s50_1	0	203
mux2i_1	77	77
nor2_1	193	162
o21ai_0	55	55
a22oi_1	1639	1639
nand3_1	80	79
nand2_1	493	493
buf_4	33	342
nor2b_2	0	56
a22o_1	61	61
a21oi_1	199	175
nor3_1	86	84
dlxtn_1	2048	2048
nor4_1	82	82
layout make-up:
class,instances,area (µm²)
inverter,8,30.03
timing repair buffer,557,4833
antenna,44,110.1
tap,2495,3122
fill,19110,124300
sequential,2048,30750
multi-input combinational,3612,24660
kinds of logic (layout without fill, tap and decap cells):
family | Yosys count | count (layout)
other | 0 | 44
and+or+nand+nor | 1312 | 1312
AOI/OAI and AO/OA | 2195 | 2195
muxes | 105 | 105
buffers and inverters | 473 | 565
latches | 2048 | 2048
layer usage:
| metal | routed length [µm] | up-vias | share of wire [%] |
|---|---|---|---|
| met2 | 151000 | 7346 | 39 |
| met5 | 782 | - | 0.20 |
| met1 | 129000 | 30090 | 33 |
| met3 | 71680 | 2574 | 18 |
| li1 | - | 23670 | - |
| met4 | 39640 | 52 | 10 |
Power figures rest on the tool's default switching activity, not on a simulated workload.
