===== ./config.mk =====
export PLATFORM = sky130hd
export DESIGN_NAME = adder_64bit
export DESIGN_NICKNAME = adder_64bit
export VERILOG_FILES = /design/flow/design.v
export SDC_FILE = /design/flow/constraint.sdc
export NUM_CORES = 4
export LEC_CHECK = 1
export CORE_UTILIZATION = 30

===== ./constraint.sdc =====
current_design adder_64bit

set clk_period 22.6
set clk_io_pct 0.2

create_clock -name clk0 -period $clk_period

set non_clock_inputs [all_inputs -no_clocks]
set_input_delay [expr $clk_period * $clk_io_pct] -clock clk0 $non_clock_inputs
set_output_delay [expr $clk_period * $clk_io_pct] -clock clk0 [all_outputs]

===== ./design.v =====
module adder_64bit (a, b, cin, sum, cout);
    input [63:0] a, b;
    input cin;
    output reg [63:0] sum;
    output reg cout;
    wire [63:0] partial_sum;
    wire [64:0] carry, carry_1, carry_2, carry_4, carry_8, carry_16, carry_32, carry_64;
    wire [64:0] p, p_1, p_2, p_4, p_8, p_16, p_32, p_64;
    assign carry[0] = cin;
    assign p[0] = 0;
    always @(*) begin    
        if(a == 0) begin
            sum = b;
            cout = 0;
        end
        else if(b == 0) begin
            sum = a;
            cout = 0;
        end
        else if(~a == 0 || ~b == 0) begin   
            sum = {64{1'b1}};
            cout = 1'b1;
        end
        else begin 
            sum = partial_sum[63:0] ^ carry_64[63:0];
            cout = carry_64[64];
        end
    end
    genvar i;
    generate
        for(i=0; i<64; i=i+1) begin
            kpg_init k1(a[i], b[i], p[i+1], carry[i+1]);
        end
    endgenerate
    assign p_1[0] = cin;
    assign carry_1[0] = cin;
    assign p_2[1:0] = p_1[1:0];
    assign carry_2[1:0] = carry_1[1:0];
    assign p_4[3:0] = p_2[3:0];
    assign carry_4[3:0] = carry_2[3:0];
    assign p_8[7:0] = p_4[7:0];
    assign carry_8[7:0] = carry_4[7:0];
    assign p_16[15:0] = p_8[15:0];
    assign carry_16[15:0] = carry_8[15:0];
    assign p_32[31:0] = p_16[31:0];
    assign carry_32[31:0] = carry_16[31:0]; 
    assign p_64[63:0] = p_32[63:0];
    assign carry_64[63:0] = carry_32[63:0];
    kpg iteration_1  [64:1]  (p[64:1],     carry[64:1],     p[63:0],    carry[63:0],    p_1[64:1],  carry_1[64:1]);
    kpg iteration_2  [64:2]  (p_1[64:2],   carry_1[64:2],   p_1[62:0],  carry_1[62:0],  p_2[64:2],  carry_2[64:2]);
    kpg iteration_4  [64:4]  (p_2[64:4],   carry_2[64:4],   p_2[60:0],  carry_2[60:0],  p_4[64:4],  carry_4[64:4]);
    kpg iteration_8  [64:8]  (p_4[64:8],   carry_4[64:8],   p_4[56:0],  carry_4[56:0],  p_8[64:8],  carry_8[64:8]);
    kpg iteration_16 [64:16] (p_8[64:16],  carry_8[64:16],  p_8[48:0],  carry_8[48:0],  p_16[64:16], carry_16[64:16]);
    kpg iteration_32 [64:32] (p_16[64:32], carry_16[64:32], p_16[32:0], carry_16[32:0], p_32[64:32], carry_32[64:32]);
    kpg iteration_64 [64:64] (p_32[64:64], carry_32[64:64], p_32[0:0],  carry_32[0:0],  p_64[64:64], carry_64[64:64]);
    assign partial_sum = a^b;
endmodule
module kpg_init ( input a, b, output p, carry );
	xor (p,a,b);
	and (carry,a,b);
endmodule
module kpg ( input current_p, current_carry, from_p, from_carry, output final_p, final_carry );
	wire x,y,not_current_p;
	and p(final_p, from_p, current_p);
	not current_p_invert(not_current_p, current_p);
	and c_prod1(x, not_current_p, current_carry);
	and c_prod2(y, current_p, from_carry);
	or c(final_carry, x, y);
endmodule

===== ./run.sh =====
#!/bin/bash
# OpenROAD 26Q1-2900-gdf79404cd8, Yosys 0.63+post, stock flow scripts
make -C /OpenROAD-flow-scripts/flow DESIGN_CONFIG=/design/flow/config.mk WORK_HOME=/design/flow/orfs finish

==> results_slide.txt <==
Key Metrics from the Run

Power
  • VDD IR max: 0.00001530 V
  • PD cells: 31.78 nW/um^2
  • Static Leak: 3.882 nW

Synthesis
  • Cells after synthesis: 1285
  • Mapped Area: 8260 sq um
  • Unique cell types: 80
  • Ys Warns: 1
  • Cells in synth_stat.txt: ~1.3k
  • Synth Area per Inst: between 6 and 7 sq um
  • Register area share after synthesis: 0%
  • Yosys Chip Area: between 8000 and 9000 sq um

Worst setup path
  • Required time of the critical path: approximately 18 ns
  • Type of origin of the critical path: input port
  • CP Max Fanout: 17
  • Critical path endpoint category: output port
  • Setup CP Type: in -> out
  • Critical path arrival: 9.54 ns

Die
  • Core Region: 26950 sq um
  • Die height: 167.9 um
  • Die X: 167.9 um
  • Die area: 28200 sq um
  • Fp_density: around 31%
  • Ports: 194
  • Rows: about 60

Final layout
  • Area added between synthesis and finish: 25.33%
  • Final Non-Filler Cells: 1747
  • Layout cell share with drive strength beyond 1: 2.989%
  • Clock buffer cells: 0
  • FF+latch area: 0 sq um
  • Fill cells: around 2.9k
  • Logic area: between 7000 and 8000 sq um
  • Seq Cell Count: 0

Place
  • DP Wirelength: 32880 um
  • Placed insts: between 1.5k and 2k
  • GP Congestion: 1.039
  • # port buffers: 194

Route
  • Drt total wl: just under 40000 um
  • 1st-iter DRT viols: 864
  • Initial DRT Pass Iterations: 6
  • Post-route ant nets: 0
  • WL per Instance: 22.75 um
  • Routed vias: roughly 10k
  • Drc violations: 0
  • Vias per cell: 5.943

Final timing
  • Max_slew headroom: 28.87%
  • Min Tclk post-route: ~14 ns
  • Max frequency: 0.07112 GHz
  • Max Slew Vio Count: 0
  • Final setup viols: 0
  • Final hold vios: 0
  • Slew @ Worst Pin: 1.067 ns
  • Final setup TNS: 0 ns
  • Final Cycle Share: 62.22%
  • Unrepaired setup endpoints after global routing: false

Clock tree
  • # Post-CTS Setup Buffers: 0
  • Hold_buf cts: 0
  • CTS resizes: 0

Global route
  • First-pass GRT wire length: 59740 um
  • Total grt overflow: 0
  • Initial antenna violation count: 1
  • Vias in the first global route: 9987
  • Pin count of the biggest net entering global routing: 52
  • GRT Total Usage: 27.87%

Run
  • Log Warnings: 95
  • Total of max-cap violations: 0

Run status
  • Result of the run: complete, no violations

Min path
  • Hold Crit Class: in -> out
[synthesized netlist by cell type, drive strengths merged, types with 22 or more instances]
cell type | n | area share, %
a211oi | 25 | 2.5
a21oi | 103 | 6.3
a31oi | 22 | 1.8
buf | 28 | 1.8
clkbuf | 54 | 2.5
ha | 127 | 19
inv | 28 | 1.3
mux2i | 24 | 2.9
nand2 | 147 | 6.7
nand2b | 33 | 2.5
nand3 | 40 | 2.5
nand4 | 72 | 5.5
nor2 | 126 | 5.8
nor4 | 46 | 3.6
o21ai | 113 | 7.0
o22ai | 43 | 3.3
xnor2 | 35 | 3.7
[report_power, final]
group	internal [mW]	switching [mW]	total, mW	leakage, nW
combinational	0.155	0.174	0.329	3.88
clock	0.00000000591	0	0.00000000592	0.00000634
sequential	0	0	0	0
[layer usage]
layer	up-vias	GRT usage, %	wire length [um]
li1	5092	-	-
met1	4810	38.82	17780
met2	445	46.49	18310
met3	36	3.400	2953
met4	0	4.986	704
met5	-	0	0
[worst paths after layout]
| kind | to | slack, ns | cells after the start | from |
|---|---|---|---|---|
| hold / removal | sum[32] | 10.04 | 4 | b[32] |
| setup / recovery | sum[51] | 8.54 | 10 | a[43] |
[layout make-up]
type	count	share of cell area [%]
antenna	1	0.02417
timing repair buffer	202	19.34
tap	341	4.121
multi-input combinational	1175	75.50
inverter	28	1.015
[cells in the final DEF (no fill, tap or decap), types with 12 or more instances in the layout]
master	synthesis	final
mux2i_1	24	24
ha_1	127	127
nand2b_1	33	33
nand2_1	147	147
nor3_1	17	17
nor2_1	124	124
o22ai_1	43	43
nand3b_1	12	12
xor2_1	18	18
a211oi_1	23	23
o21ai_0	106	106
a31oi_1	21	21
nor4_1	44	44
and2_1	13	13
and3_1	17	17
nor2b_1	16	16
nand4_1	72	72
a21oi_1	102	102
clkdlybuf4s50_1	0	194
xnor2_1	35	35
inv_1	27	27
nand3_1	39	39
[critical path, cell delays in order]
cell and delay (ns):
clkdlybuf4s50_1 0.55, nor4_1 0.92, nand4_1 0.50, or4_1 1.10
nand2_1 0.59, buf_4 0.33, o21a_1 0.15, o32ai_1 0.08
nor3_1 0.24, clkdlybuf4s50_1 0.55
[per-stage QoR]
step | utilization, % | power [mW] | hold slack (ns) | setup WS [ns] | instance area (sq um)
2_1_floorplan | - | 0.1698 | 9.092 | 11.34 | 8260
3_3_place_gp | 38.40 | 0.3266 | 10.05 | 8.670 | 10350
3_5_place_dp | 38.40 | 0.3231 | 10.05 | 8.813 | 10350
4_1_cts | 38.40 | 0.3261 | 10.05 | 8.794 | 10350
5_1_grt | 38.40 | 0.3576 | 10.10 | 8.637 | 10350
6_report | 38.41 | 0.3290 | 10.04 | 8.539 | 10350
[logic make-up (layout without fill, tap and decap cells)]
group,Yosys count,after routing,share of synthesized area [%]
fa+ha+maj,128,128,19.48
compound gates,398,398,31.20
mux,26,26,3.181
other cells,0,1,0
simple gates,570,570,35.04
xor+xnor,53,53,5.619
buf+inv,110,230,5.483
No activity file was given, so power comes from the tool's default toggle rates.
